File: config.mk
export PLATFORM = sky130hd
export DESIGN_NAME = SE
export DESIGN_NICKNAME = SE
export VERILOG_FILES = /design/flow/design.v
export SDC_FILE = /design/flow/constraint.sdc
export NUM_CORES = 4
export LEC_CHECK = 1
export CORE_UTILIZATION = 50
File: run.sh
#!/bin/bash
# OpenROAD 26Q1-2900-gdf79404cd8, Yosys 0.63+post, stock flow scripts
make -C /OpenROAD-flow-scripts/flow DESIGN_CONFIG=/design/flow/config.mk WORK_HOME=/design/flow/orfs finish
File: design.v
module comparator #(parameter DATAWIDTH = 8) (
    input wire [DATAWIDTH-1:0] a, b,  
    output wire [DATAWIDTH-1:0] max, min  
);
    assign max = (a > b) ? a : b;  
    assign min = (a > b) ? b : a;  
endmodule
module SE #(parameter ARRAYLENGTH = 10, parameter DATAWIDTH = 8) (
    input wire clk, valid_in,
    input wire [0:ARRAYLENGTH*DATAWIDTH-1] array_in,  
    output reg [0:ARRAYLENGTH*DATAWIDTH-1] array_out,  
    output reg valid_out
);
    reg [7:0] cycle_count;
    reg output_sent;
    wire [DATAWIDTH-1:0] comp_begin [0:ARRAYLENGTH-1];
    wire [DATAWIDTH-1:0] comp_middle [0:ARRAYLENGTH-1];
    wire [DATAWIDTH-1:0] comp_output [0:ARRAYLENGTH-1];
    genvar i;
    generate
        for (i = 0; i < ARRAYLENGTH-1; i = i + 1) begin : cl
            if (i == 0) begin
                comparator #(DATAWIDTH) TOP_FIRST (.a(comp_begin[0]), .b(comp_begin[1]), .max(comp_output[0]), .min(comp_middle[1]));
            end else if (ARRAYLENGTH % 2 == 0 && i == ARRAYLENGTH - 2) begin
                comparator #(DATAWIDTH) TOP_LAST (.a(comp_begin[i]), .b(comp_begin[i+1]), .max(comp_middle[i]), .min(comp_output[i+1]));
            end else if (ARRAYLENGTH % 2 == 1 && i == ARRAYLENGTH - 2) begin
                comparator #(DATAWIDTH) BOTTOM_LAST (.a(comp_middle[i]), .b(comp_begin[i+1]), .max(comp_output[i]), .min(comp_output[i+1]));
            end else if (i % 2 == 0) begin
                comparator #(DATAWIDTH) TOP (.a(comp_begin[i]), .b(comp_begin[i+1]), .max(comp_middle[i]), .min(comp_middle[i+1]));
            end else begin
                comparator #(DATAWIDTH) BOTTOM (.a(comp_middle[i]), .b(comp_middle[i+1]), .max(comp_output[i]), .min(comp_output[i+1]));
            end
        end
    endgenerate
    genvar j;
    generate
        for (j = 0; j < ARRAYLENGTH; j = j + 1) begin
            assign comp_begin[j] = array_out[j*DATAWIDTH +: DATAWIDTH];
        end
    endgenerate
    integer l;
    always @(posedge clk) begin
        if (valid_in) begin
            array_out <= array_in;  
            cycle_count <= 1'b1;
            valid_out <= 1'b0;
            output_sent <= 1'b0;
        end else begin
            for (l = 0; l < ARRAYLENGTH; l = l + 1) begin
                array_out[l*DATAWIDTH +: DATAWIDTH] <= comp_output[l];  
            end
            if (cycle_count == ((ARRAYLENGTH >> 1) + (ARRAYLENGTH % 2)) && output_sent == 1'b0) begin
                valid_out <= 1'b1;  
                cycle_count <= 1'b0;
                output_sent <= 1'b1;
            end else begin
                valid_out <= 1'b0;
                cycle_count <= cycle_count + 1;
            end
        end
    end
endmodule
File: constraint.sdc
current_design SE

set clk_period 7.0
set clk_io_pct 0.2

create_clock -name clk0 -period $clk_period [get_ports {clk}]

set non_clock_inputs [all_inputs -no_clocks]
set_input_delay [expr $clk_period * $clk_io_pct] -clock clk0 $non_clock_inputs
set_output_delay [expr $clk_period * $clk_io_pct] -clock clk0 [all_outputs]
==> run summary <==
fresh numbers from the pnr run: top cell type by total area after synthesis=dfxtp_1, CTS tree=done, worst path arrival time=4.69 ns, Synth Instances=725, Worst Tran Pin Value=0.969 ns, Place WS=2.58 ns, RePlAce Congestion=0.959, RSZ-0062 raised after global routing=false, worst min path class=reg -> reg, drt first-iter violations=594, sequential share of the synthesized area=30.2%, DP Wirelength=14500 microns, antenna violations before repair=0, Logic area=4000 sq um, Area growth syn-to-layout=31.1%, Syn Area/Cell=8.95 sq um, wire per inst=17.8 microns, synth cell count leaders=inv_1 (103), dfxtp_1 (74), ha_1 (74), nor2_1 (53), mux2i_1 (39), WL final=18600 microns, root buf cell=clkbuf_16, hold-fix buffers at CTS=0, Core Rows=41, CTS resizes=0, vias per inst=5.96, CP endpoint kind=flip-flop, layout cells sized above 1=5.58%, Seq cells post-synth=90, TritonCTS Buffers=9, headroom to the max-slew limit=35.2%, Clock Skew=0.00949 ns, Top-area cell share=22.8%, most numerous cell in the Yosys netlist=inv_1, yosys cell count=725, Initial Util=51.4%, Max Clk Rate=0.222 GHz, worst setup path start=array_out[26], Vias=6259, Die Height=116 microns, Slew Limit Fails=0, Antenna Nets Post-Route=0, grt ovf=0, CTS max path bufs=2, Commonest flop=dfxtp_1, CP Launch Type=flip-flop, Critical Path Fanout Max=16, tool warnings=27, # IOs=163, Buffers on Ports=162, Critical Path RT=7.18 ns, max cap viols=0, Yosys chip area=6490 sq um, Core Region=12600 sq um, status=complete, no violations, Clk pin slew, worst setup/hold paths=0.07 ns, number of clock sinks=90, clk latency late pin=0.35 ns, final setup fails=0, Fin Hold WS=0.477 ns, first-pass GRT wire length=29200 microns, final setup margin=2.49 ns, unique cell type count in the Yosys netlist=63, Async S/R FF share, synth=0%, Period minus WS final=4.51 ns, die width=116 microns, vias in the first global route=5712, final hold violation count=0, number of enable flip-flop cells=16, Cell area leaders=dfxtp_1 (23%), ha_1 (14%), edfxtp_1 (7.4%), Die ar.=13400 sq um, Synth Warn #=1, final worst-path cycle share=64.5%, Initial DRT Pass Iterations=7, Setup CP Type=reg -> reg, CTS HTree Levels=3, Reg area=1960 sq um, pin count of the biggest net entering global routing=47, Post-Syn Area=6490 sq um, total track usage=28.5%, Setup Buffers After CTS=0, hold_sp=output_sent, reg2reg start=array_out[26], diode count=0, filler instances=983, # DRC=0, setup TNS=0 ns
[path summary, 6_finish.rpt]
path | end | slack (ns) | cells past startpoint
setup / recovery | array_out[39] | 2.49 | 14
hold / removal | output_sent | 0.48 | 2
setup reg to reg | array_out[39] | 2.49 | 14
hold reg to reg | output_sent | 0.48 | 2
[flip-flops by register name, indices dropped and copies added (netlist names)]
register     count
cycle_count      8
array_out       80
output_sent      1
valid_out        1
[critical path: stages (launching register included)]
cell      delay, ns
dfxtp_1        0.37
inv_1          0.06
ha_1           0.33
a21oi_1        0.21
o21ai_0        0.17
o21ai_4        0.58
mux2i_1        0.40
inv_1          0.08
ha_1           0.31
and3_1         0.21
a221o_1        0.35
a21oi_1        0.15
a31oi_1        0.09
nor2_1         0.76
a222oi_1       0.25
[cell type report]
class	count	share of cell area (%)
inverter	104	4.59
clock inverter	7	0.927
timing repair buffer	164	19.2
multi-input combinational	504	47.1
sequential	90	23.1
clock buffer	9	2.65
tap	172	2.53
[cells in the final DEF, fill, tap and decap left out, types with 9 or more instances in the layout]
master,Yosys,final
a211oi_1,13,13
a21o_1,11,11
a21oi_1,32,32
a221oi_1,38,38
a222oi_1,20,20
and2_1,9,9
clkbuf_16,0,9
clkdlybuf4s50_1,0,161
dfxtp_1,74,74
edfxtp_1,16,16
ha_1,74,74
inv_1,103,103
mux2_2,9,9
mux2i_1,39,39
nand2_1,35,35
nand4_1,10,10
nor2_1,53,53
o21ai_0,28,28
o221ai_1,12,12
o32ai_1,13,13
[routing by layer]
layer  GRT usage, %  wire [microns]  vias up
met1           42.4            8470     2943
met4           6.24             445        0
met3           4.26            1050       32
met2           45.3            8670      231
met5              0               0        -
li1               -               -     3053
[stage by stage]
stage	util (%)	instance area (sq um)	std cells
3_5_place_dp	65.0	8200	1034
5_1_grt	67.4	8510	1050
3_3_place_gp	65.0	8200	1034
6_report	67.4	8510	1050
4_1_cts	67.4	8510	1050
2_1_floorplan	-	6490	725
[cell families (layout without fill, tap and decap cells)]
group                      Yosys count  in the layout  share of synthesized area, %
DFF                                 90             90                          30.2
adders and majority gates           74             74                          14.3
buffers and inverters              131            284                          8.06
xor gates and xnor gates             6              6                         0.810
and+or+nand+nor                    147            147                          11.3
muxes                               48             48                          7.58
AOI/OAI and AO/OA                  229            229                          27.7
